==> /design/flow/design.v <==
`timescale 1ns/100ps
module ALU
#(
    parameter     NB_OP   =    6,   
    parameter     NB_AB   =    8    
)
(
    input            [NB_OP - 1: 0]  i_operation,  
    input    signed  [NB_AB - 1: 0]      i_Adata,  
    input    signed  [NB_AB - 1: 0]      i_Bdata,  
    output   signed  [NB_AB - 1: 0]     o_result   
);
reg signed [NB_AB - 1:0] temp_result;
always @(*) begin
    case (i_operation)
    6'b100000: temp_result =    i_Adata  +   i_Bdata ;  
    6'b100010: temp_result =    i_Adata  -   i_Bdata ;  
    6'b100100: temp_result =    i_Adata  &   i_Bdata ;  
    6'b100101: temp_result =    i_Adata  |   i_Bdata ;  
    6'b100110: temp_result =    i_Adata  ^   i_Bdata ;  
    6'b100111: temp_result =  ~(i_Adata  ^   i_Bdata);  
    6'b000011: temp_result =    i_Adata >>>  i_Bdata ;  
    6'b000010: temp_result =    i_Adata  >>  i_Bdata ;  
    default  : temp_result =           {NB_AB{1'b0}} ;  
    endcase
end
assign o_result = temp_result;
endmodule
`timescale 1ns/100ps
module topv2
#(
    parameter NB_BTN = 3,
    parameter NB_OP  = 6,
    parameter NB_AB  = 6 
)
(
    output         [NB_AB-1  : 0]  o_led,     
    input          [NB_OP-1  : 0]   i_sw,     
    input          [NB_BTN-1 : 0]  i_btn,     
    input                          clock,     
    input                        i_reset      
);
reg signed  [NB_AB-1  : 0]             a_data;   
reg signed  [NB_AB-1  : 0]             b_data;   
reg signed  [NB_OP-1  : 0]          operation;   
always @(posedge clock) begin
    if(i_reset)begin
        a_data    <=   {NB_AB{1'b0}};
        b_data    <=   {NB_AB{1'b0}};
        operation <=   {NB_OP{1'b0}}; 
    end
    else begin
        if(i_btn[0]==1'b1)begin
            a_data <= i_sw[NB_AB-1 : 0];
        end
        if(i_btn[1]==1'b1)begin
            b_data <= i_sw[NB_AB-1 : 0];
        end
        if(i_btn[2]==1'b1)begin
            operation <= i_sw;
        end        
    end
end
ALU
#(
    .NB_OP (NB_OP),   
    .NB_AB (NB_AB)    
)
   u_ALU
    (
        .i_operation(operation      ),  
        .i_Adata    (a_data         ),  
        .i_Bdata    (b_data         ),  
        .o_result   (o_led          )   
    );
endmodule
==> /design/flow/run.sh <==
#!/bin/bash
# OpenROAD 26Q1-2900-gdf79404cd8, Yosys 0.63+post, stock flow scripts
make -C /OpenROAD-flow-scripts/flow DESIGN_CONFIG=/design/flow/config.mk WORK_HOME=/design/flow/orfs finish
==> /design/flow/config.mk <==
export PLATFORM = sky130hd
export DESIGN_NAME = topv2
export DESIGN_NICKNAME = topv2
export VERILOG_FILES = /design/flow/design.v
export SDC_FILE = /design/flow/constraint.sdc
export NUM_CORES = 4
export LEC_CHECK = 1
export CORE_UTILIZATION = 40
==> /design/flow/constraint.sdc <==
current_design topv2

set clk_period 4.5
set clk_io_pct 0.2

create_clock -name clk0 -period $clk_period [get_ports {clock}]

set non_clock_inputs [all_inputs -no_clocks]
set_input_delay [expr $clk_period * $clk_io_pct] -clock clk0 $non_clock_inputs
set_output_delay [expr $clk_period * $clk_io_pct] -clock clk0 [all_outputs]
==> notes.md <==
flow finished, numbers: result of the run complete, no violations, Log Warnings 32, die area 5050 um^2, Total GRT Usage 0.205, total I/O pin count 17, tally of max-capacitance violations 0, Final HPWL DP around 3400 um, overall die height between 70 and 80 um, largest incremental delay on the critical path between 0.7 and 0.8 ns, Setup Total Neg Slack 0 ns, count of yosys warnings during synthesis 2, global placement routability congestion 0.911, Crit path required time 3.60 ns, pin count of the biggest net entering global routing 19, YS chip area 1910 um^2, PostCTS Resize Cnt 0, via count normalized by instance count about 5.7, Switching Share 0.322, number of cells on the worst reg-to-reg path 2, part of the power in the clock network 0.260, total grt overflow 0, fill cell instance count of the final layout 443, PD cells ~240 nW/um^2, Internal 0.337 mW, Seq share, synth 0.189, relative max-transition margin 0.566, wire length of the first global-routing pass around 7900 um, cell total in the yosys stat output 217, Cell Type Count 52, buffering stage count on the worst path with inverters included 1, buffers inserted by post-CTS timing repair 0, number of buffers inserted during clock tree synthesis 3, slowest stage cell, crit path dfxtp_1, DIE WIDTH 71.1 um, number of global-route vias before repair 1506, TritonCTS clock tree built, max-slew violations 0, critical path fanouts, max 18, register bit total from synthesis 18, Latency at later pin roughly 0.25 ns, fraction of power consumed by combinational cells 0.354, share of layout cells above drive strength 1 0.121, arrival time of the worst setup path 3.20 ns, Iteration-0 DRC Markers 105, grt met1 use 0.320, switching power summed over all nets 0.160 mW, slew at the pin with the worst max-slew slack 0.649 ns, Row Count 24, cell breakdown of the critical path nand2b_1 -> nor2_1 -> a31oi_1 -> xnor2_1 -> ha_1 -> o21a_1 -> o31a_1 -> a211oi_2 -> or3_1 -> clkdlybuf4s50_1, number of cells on the worst hold path 2, Period minus WS final 4.10 ns, hold buffer count at cts 0, met3 Resource Use GR 0.0275, maximum level of the CTS H-tree 1, Mapped Avg Cell Area 8.79 um^2, leakage dissipation 0.837 nW, CTS max path bufs 2, most numerous logic cells after layout nor2_1, mux2i_1, ha_1, dfxtp_1, clkdlybuf4s50_1, most heavily used metal layer in global routing met1, Cells after Synth approximately 220, launch instance of the worst register-to-register path operation[0]$_SDFFE_PP0P_, antenna violations before repair 0, post-detailed-routing wire length 4690 um, global routing usage on met2 0.315, buffers added on ports 16, number of antenna repair diodes 0, Pwr Total between 0.4 and 0.5 mW, Worst VDD drop 0.000207 V, root buffer cell clkbuf_8, CTS clk-pin slew, worst paths about 0.07 ns, most frequent logic cell in the layout nor2_1, sinks on the clock net 18, kind of start point of the critical path register, antenna viol nets, final 0, Final period util 0.911, Core Density at Floorplan 0.426, type of the worst setup path register to output port, destination of the critical timing path o_led[3], DR pass1 iterations 4, family with the most delay on the worst path simple AND/OR/NAND/NOR gates, R2R Path End operation[0]$_SDFFE_PP0P_, setup slack of the worst register-to-register path approximately 3.4 ns, Crit. path cell count 10, launching instance or port of the critical path operation[0]$_SDFFE_PP0P_, skew final 0 ns, peak clock frequency supported by timing approximately 0.24 GHz, Setup-failing EPs final 0, Via Count 1575, DRC 0, unrepaired setup endpoints after global routing no, number of hold-slack violations in the final timing report 0, Syn-to-layout area delta 9.05%, Synth Cell Area 1910 um^2, placeable core area 4470 um^2, per-cell routed wire length 17.0 um, Setup crit end kind output port, final standard cell utilization of the core 0.465, Tightest Hold Check Type register to register, portion of total power attributed to sequential cells 0.386
==> Yosys cell counts, drive strengths merged <==
master	instances	area [um^2]
nand2b	1	6.26
a31oi	3	18.8
nor2	30	113
inv	13	48.8
ha	18	225
xor2	3	26.3
dfxtp	18	360
nand3b	1	7.51
or4b	1	13.8
clkinv	1	3.75
a41oi	1	8.76
nor3	3	20.0
o21ai	9	45.0
mux2i	24	240
or3	1	6.26
mux4	3	71.3
buf	7	50.1
o32a	1	10.0
o31a	3	26.3
o22ai	3	25.0
nand2	9	33.8
nor4	3	37.5
xnor2	5	43.8
nand3	2	10.0
a221o	1	10.0
o21a	3	22.5
o211a	1	10.0
o31ai	1	7.51
a21oi	6	30.0
a21boi	1	7.51
fa	1	20.0
a211oi	4	35.0
nor2b	2	12.5
a22oi	1	7.51
mux2	7	78.8
or4	3	26.3
or2	4	25.0
o22a	3	26.3
clkbuf	10	87.6
o221ai	4	35.0
a21o	2	15.0
==> worst min-delay path by stage <==
stage                        startpoint                         to  slack (ns)
CTS           operation[2]$_SDFFE_PP0P_  operation[2]$_SDFFE_PP0P_        0.56
global route  operation[5]$_SDFFE_PP0P_  operation[5]$_SDFFE_PP0P_        0.60
finish        operation[4]$_SDFFE_PP0P_  operation[4]$_SDFFE_PP0P_        0.56
==> layout make-up <==
type | count | area [um^2] | share of cell area
multi-input combinational | 168 | 1360 | 0.652
sequential | 18 | 360 | 0.173
timing repair buffer | 20 | 190 | 0.0914
tap | 52 | 65.1 | 0.0313
clock buffer | 4 | 55.1 | 0.0265
inverter | 14 | 52.6 | 0.0253
==> through the flow <==
step                instance area [um^2]  hold WS (ns)  instances  setup slack [ns]
finish                              2080         0.559        276             0.400
global route                        2080         0.597        276             0.173
CTS                                 2080         0.563        276             0.402
detailed placement                  2030         0.552        272             0.690
global placement                    2030         0.546        272             0.681
floorplan                           1910         0.520        217              1.28
==> power groups by stage <==
stage                 clock, mW  combinational, mW  sequential [mW]
after CTS                 0.132              0.176            0.192
final                     0.129              0.176            0.192
after global routing      0.142              0.196            0.194
==> flip-flops by register name, indices dropped and copies added (netlist names) <==
signal     count
a_data         6
b_data         6
operation      6
==> worst register-to-register path: stages, from the launching register on <==
cell,delay [ns]
dfxtp_1,0.74
mux2i_1,0.14
nor2_1,0.11
==> logic make-up (layout without fill, tap and decap cells) <==
group | after synthesis | in the layout | synth area share
AND-OR/OR-AND | 47 | 47 | 0.178
XOR/XNOR | 8 | 8 | 0.0367
adder cells (fa/ha/maj) | 19 | 19 | 0.129
buffers and inverters | 31 | 38 | 0.0997
flip-flops | 18 | 18 | 0.189
multiplexers | 34 | 34 | 0.205
AND/OR/NAND/NOR | 60 | 60 | 0.163
==> per-layer routing <==
metal / vias up / share of wire
li1: 800 / -
met1: 716 / 0.48
met2: 53 / 0.45
met3: 6 / 0.059
met4: 0 / 0.013
met5: - / 0
Power is estimated from default activity; no workload was simulated.
